==> design/flow/design.v <==
package pcmux;
typedef enum bit [1:0] {
    pc_plus4  = 2'b00
    ,alu_out  = 2'b01
    ,alu_mod2 = 2'b10
} pcmux_sel_t;
endpackage
package marmux;
typedef enum bit {
    pc_out = 1'b0
    ,alu_out = 1'b1
} marmux_sel_t;
endpackage
package cmpmux;
typedef enum bit {
    rs2_out = 1'b0
    ,i_imm = 1'b1
} cmpmux_sel_t;
endpackage
package alumux;
typedef enum bit {
    rs1_out = 1'b0
    ,pc_out = 1'b1
} alumux1_sel_t;
typedef enum bit [2:0] {
    i_imm    = 3'b000
    ,u_imm   = 3'b001
    ,b_imm   = 3'b010
    ,s_imm   = 3'b011
    ,j_imm   = 3'b100
    ,rs2_out = 3'b101
} alumux2_sel_t;
endpackage
package regfilemux;
typedef enum bit [3:0] {
    alu_out   = 4'b0000
    ,br_en    = 4'b0001
    ,u_imm    = 4'b0010
    ,lw       = 4'b0011
    ,pc_plus4 = 4'b0100
    ,lb        = 4'b0101
    ,lbu       = 4'b0110   
    ,lh        = 4'b0111
    ,lhu       = 4'b1000   
} regfilemux_sel_t;
endpackage
interface rvfi_itf(input clk, input rst);
    logic halt;
    logic commit;
    logic [63:0] order;
    logic [31:0] inst;
    logic trap;
    logic [4:0] rs1_addr;
    logic [4:0] rs2_addr;
    logic [31:0] rs1_rdata;
    logic [31:0] rs2_rdata;
    logic load_regfile;
    logic [4:0] rd_addr;
    logic [31:0] rd_wdata;
    logic [31:0] pc_rdata;
    logic [31:0] pc_wdata;
    logic [31:0] mem_addr;
    logic [3:0] mem_rmask;
    logic [3:0] mem_wmask;
    logic [31:0] mem_rdata;
    logic [31:0] mem_wdata;
    logic [15:0] errcode;
endinterface
module regfile
(
    input clk,
    input rst,
    input load,
    input [31:0] in,
    input [4:0] src_a, src_b, dest,
    output logic [31:0] reg_a, reg_b
);
logic [31:0] data [32];
always_ff @(posedge clk)
begin
    if (rst)
    begin
        for (int i=0; i<32; i=i+1) begin
            data[i] <= '0;
        end
    end
    else if (load && dest)
    begin
        data[dest] <= in;
    end
end
always_comb
begin
	 if (load && dest == src_a && dest !=0) begin
		reg_a = in;
	 end
	 else begin
		reg_a = src_a ? data[src_a] : 0;
	 end
	 if (load && dest == src_b && dest !=0) begin
		reg_b = in;
	 end
	 else begin
		reg_b = src_b ? data[src_b] : 0;
	 end
end
endmodule : regfile
==> design/flow/run.sh <==
#!/bin/bash
# OpenROAD 26Q1-2900-gdf79404cd8, Yosys 0.63+post, stock flow scripts
make -C /OpenROAD-flow-scripts/flow DESIGN_CONFIG=/design/flow/config.mk WORK_HOME=/design/flow/orfs finish
==> design/flow/config.mk <==
export PLATFORM = sky130hd
export DESIGN_NAME = regfile
export DESIGN_NICKNAME = regfile
export VERILOG_FILES = /design/flow/design.v
export SDC_FILE = /design/flow/constraint.sdc
export NUM_CORES = 4
export LEC_CHECK = 1
export CORE_UTILIZATION = 40
==> design/flow/constraint.sdc <==
current_design regfile

set clk_period 15.8
set clk_io_pct 0.2

create_clock -name clk0 -period $clk_period [get_ports {clk}]

set non_clock_inputs [all_inputs -no_clocks]
set_input_delay [expr $clk_period * $clk_io_pct] -clock clk0 $non_clock_inputs
set_output_delay [expr $clk_period * $clk_io_pct] -clock clk0 [all_outputs]
==> flow_summary.html <==
<h2>Synthesis and place &amp; route</h2>
<table>
<tr><th>Metric</th><th>Value</th></tr>
<tr><th colspan="2">Route</th></tr>
<tr><td>Post-route DRC violation count</td><td>0</td></tr>
<tr><td>Initial drt markers</td><td>2,386</td></tr>
<tr><td>Drt first pass iters</td><td>7</td></tr>
<tr><td>Total Wirelength</td><td>190 mm</td></tr>
<tr><td>Vias per Instance</td><td>6.09</td></tr>
<tr><td>Routed vias</td><td>34,900</td></tr>
<tr><td>Antenna-violating nets left</td><td>0</td></tr>
<tr><td>Mean routed wirelength per cell</td><td>33.3 µm</td></tr>
<tr><th colspan="2">Synth</th></tr>
<tr><td>Post-synthesis sequential area ratio</td><td>55.7%</td></tr>
<tr><td>Average instance area after synthesis</td><td>14.3 µm²</td></tr>
<tr><td>Post-synthesis instance total</td><td>3,860</td></tr>
<tr><td>Warnings, synthesis</td><td>1</td></tr>
<tr><td>Netlist area before placement</td><td>0.0552 mm²</td></tr>
<tr><td>Top-area cell share</td><td>55.7%</td></tr>
<tr><td>Most common flop cell mapped by yosys</td><td>sky130_fd_sc_hd__edfxtp_1</td></tr>
<tr><td>Post-synth top area cell</td><td>sky130_fd_sc_hd__edfxtp_1</td></tr>
<tr><td>Cell types occupying the most area after synthesis</td><td>sky130_fd_sc_hd__edfxtp_1, sky130_fd_sc_hd__mux4_2, sky130_fd_sc_hd__and2_1</td></tr>
<tr><td>Async set or reset register ratio after synthesis</td><td>0%</td></tr>
<tr><td>Post-synth tally of flip-flops with integrated enable</td><td>1,024</td></tr>
<tr><td>Commonest cells in the synthesized netlist</td><td>sky130_fd_sc_hd__edfxtp_1, sky130_fd_sc_hd__and2_1, sky130_fd_sc_hd__mux4_2</td></tr>
<tr><td>YS chip area</td><td>0.0552 mm²</td></tr>
<tr><td>Synth Register Bits</td><td>1,024</td></tr>
<tr><td>Distinct lib cells</td><td>47</td></tr>
<tr><td>Most used standard cell by instance count after synthesis</td><td>sky130_fd_sc_hd__edfxtp_1</td></tr>
<tr><td>Yosys cell count</td><td>3,860</td></tr>
<tr><th colspan="2">Final layout</th></tr>
<tr><td>Flip-flop count of the largest register, all copies and words added</td><td>1,024</td></tr>
<tr><td>Reg with most FFs</td><td>data</td></tr>
<tr><td>Post-route cell area</td><td>0.0620 mm²</td></tr>
<tr><td>Area added between synthesis and finish</td><td>12.3%</td></tr>
<tr><td>Ratio of cells with drive above 1 in the final layout</td><td>20.5%</td></tr>
<tr><td>Leading registers by flop count</td><td>data x1024</td></tr>
<tr><th colspan="2">Critical path</th></tr>
<tr><td>Critical-path cell with the highest stage delay</td><td>sky130_fd_sc_hd__mux4_2</td></tr>
<tr><td>Critical Path Fanout Max</td><td>58</td></tr>
<tr><td>Cell Chain, Critical Path</td><td>buf_8 &gt; buf_4 &gt; buf_4 &gt; mux4_2 &gt; mux2_2 &gt; a221o_1 &gt; a32o_1 &gt; clkdlybuf4s50_1</td></tr>
<tr><td>Worst Setup End Kind</td><td>output pin</td></tr>
<tr><td>Kind of cell with the highest combined delay on the critical path</td><td>buffers and inverters</td></tr>
<tr><td>Data required time at the worst endpoint</td><td>12.64 ns</td></tr>
<tr><td>Largest stage delay, worst path</td><td>0.57 ns</td></tr>
<tr><td>Endpoint arrival time on the critical path</td><td>7.01 ns</td></tr>
<tr><td>CP most frequent cell</td><td>sky130_fd_sc_hd__buf_4</td></tr>
<tr><td>Critical path endpoint</td><td>reg_a[2]</td></tr>
<tr><td>Worst Path Class, Setup</td><td>input port to output pin</td></tr>
<tr><td>Crit start category</td><td>input port</td></tr>
<tr><td>Worst path bufs/invs</td><td>4</td></tr>
<tr><td>Source of the critical timing path</td><td>src_a[0]</td></tr>
<tr><td>Critical path depth</td><td>8</td></tr>
<tr><th colspan="2">Timing</th></tr>
<tr><td>Setup violators final</td><td>0</td></tr>
<tr><td>Final min period</td><td>10.17 ns</td></tr>
<tr><td>Period utilisation layout</td><td>64.3%</td></tr>
<tr><td>Sum Neg Setup Slack</td><td>0 ns</td></tr>
<tr><td>Number of failing hold endpoints at the final stage</td><td>0</td></tr>
<tr><td>Max transition margin</td><td>40.6%</td></tr>
<tr><td>Final-report max-slew violation count</td><td>0</td></tr>
<tr><td>Maximum clock frequency</td><td>0.0984 GHz</td></tr>
<tr><td>RSZ-0062 raised after global routing</td><td>no</td></tr>
<tr><td>Least-Margin Pin Slew</td><td>0.882 ns</td></tr>
<tr><th colspan="2">Die</th></tr>
<tr><td>Placeable core area</td><td>0.136 mm²</td></tr>
<tr><td>Fraction of the core area occupied by cells at floorplan</td><td>40.5%</td></tr>
<tr><td>Chip width</td><td>373 µm</td></tr>
<tr><td>DIE HEIGHT</td><td>373 µm</td></tr>
<tr><td>Row count</td><td>135</td></tr>
<tr><td>Die Size</td><td>0.139 mm²</td></tr>
<tr><td>Top-level port count</td><td>114</td></tr>
<tr><th colspan="2">Hold path</th></tr>
<tr><td>Path type of the worst min-delay path</td><td>input port to flop</td></tr>
<tr><th colspan="2">Placement</th></tr>
<tr><td>Dpl hpwl</td><td>111 mm</td></tr>
<tr><td>Gpl congestion</td><td>0.923</td></tr>
<tr><td>Instance area after placement</td><td>0.0584 mm²</td></tr>
<tr><td>Number of I/O port buffers</td><td>113</td></tr>
<tr><th colspan="2">Clock network</th></tr>
<tr><td>CTS clk-pin slew, worst paths</td><td>0.06 ns</td></tr>
<tr><td>Level count of the clock H-tree</td><td>3</td></tr>
<tr><td>CTS Buffer Depth</td><td>3</td></tr>
<tr><td>TritonCTS clock tree</td><td>built</td></tr>
<tr><td>Number of setup buffers added after CTS</td><td>0</td></tr>
<tr><td>Count of hold-fix buffers inserted at cts</td><td>0</td></tr>
<tr><td>Count of instances resized after the clock tree is built</td><td>0</td></tr>
<tr><td>CTS sink count</td><td>1,024</td></tr>
<tr><td>Number of CTS-inserted buffers</td><td>106</td></tr>
<tr><td>Root buffer cell</td><td>sky130_fd_sc_hd__clkbuf_16</td></tr>
<tr><th colspan="2">Global routing</th></tr>
<tr><td>Pin count of the biggest net entering global routing</td><td>78</td></tr>
<tr><td>Initial antenna violation count</td><td>5</td></tr>
<tr><td>All-Layer GR Usage</td><td>29.7%</td></tr>
<tr><td>Wire length of the first global-routing pass</td><td>271 mm</td></tr>
<tr><td>Number of global-route vias before repair</td><td>37,500</td></tr>
<tr><td>Global route overflow</td><td>0</td></tr>
<tr><th colspan="2">Job</th></tr>
<tr><td>Max-cap violations</td><td>0</td></tr>
<tr><td>Count of warning messages emitted by the tools</td><td>26</td></tr>
<tr><th colspan="2">Pwr</th></tr>
<tr><td>VDD IR-drop max</td><td>0.0823 mV</td></tr>
<tr><td>Cell area power density</td><td>107 mW/mm²</td></tr>
<tr><td>Standby leakage power</td><td>21.6 nW</td></tr>
<tr><th colspan="2">Status</th></tr>
<tr><td>Result of the run</td><td>finished, final reports clean</td></tr>
</table>
==> metrics by stage <==
step / setup WS (ns) / total power, mW / hold slack, ns / util (%) / std cells
6_report: 5.63 / 6.65 / 3.06 / 45.5 / 5724
5_1_grt: 5.40 / 6.84 / 3.04 / 45.5 / 5719
4_1_cts: 5.63 / 6.67 / 3.01 / 45.5 / 5718
3_5_place_dp: 5.63 / 4.10 / 3.77 / 42.9 / 5523
3_3_place_gp: 5.63 / 4.10 / 3.78 / 42.9 / 5523
2_1_floorplan: 7.81 / 3.73 / 3.36 / - / 3891
==> cell usage in the layout, fill, tap and decap left out, types with 26 or more instances in the layout <==
master and instances:
sky130_fd_sc_hd__a211oi_1 55, sky130_fd_sc_hd__a21oi_1 57, sky130_fd_sc_hd__a22o_1 31, sky130_fd_sc_hd__a22oi_1 75, sky130_fd_sc_hd__a32o_1 33, sky130_fd_sc_hd__and2_1 993, sky130_fd_sc_hd__buf_4 156, sky130_fd_sc_hd__clkbuf_16 107
sky130_fd_sc_hd__clkdlybuf4s50_1 102, sky130_fd_sc_hd__clkinv_1 26, sky130_fd_sc_hd__conb_1 32, sky130_fd_sc_hd__edfxtp_1 1024, sky130_fd_sc_hd__mux2_2 49, sky130_fd_sc_hd__mux2i_1 338, sky130_fd_sc_hd__mux4_2 366, sky130_fd_sc_hd__nand2_1 135
sky130_fd_sc_hd__nor2_4 33, sky130_fd_sc_hd__o221ai_1 31, sky130_fd_sc_hd__o22ai_1 55, sky130_fd_sc_hd__or2_2 31
==> power by group <==
group	internal (mW)	leakage [nW]	total, mW	switching (mW)
logic	0.353	10.2	0.848	0.495
registers	3.14	9.75	3.21	0.0742
clock network	1.49	1.71	2.59	1.10
==> cell families after synthesis <==
| family | after synthesis | synth area share [%] |
|---|---|---|
| and+or+nand+nor | 1263 | 13.5 |
| DFF | 1024 | 55.7 |
| muxes | 753 | 22.1 |
| buffers and inverters | 417 | 3.15 |
| AOI/OAI and AO/OA | 392 | 5.33 |
| xor gates and xnor gates | 10 | 0.159 |
| other | 1 | 0.00680 |
==> per-layer routing <==
| metal | up-vias | global-route usage [%] | share of wire, % |
|---|---|---|---|
| li1 | 14700 | - | - |
| met1 | 17100 | 36.2 | 34 |
| met2 | 2667 | 41.3 | 44 |
| met3 | 429 | 23.1 | 18 |
| met4 | 8 | 9.33 | 4.2 |
| met5 | - | 1.41 | 0.074 |
==> final cells by class <==
type,instances,area (µm²)
tap,1781,2230
clock buffer,128,2760
sequential,1024,30700
antenna,6,15.0
timing repair buffer,268,2320
fill,11700,74200
multi-input combinational,2450,23100
clock inverter,67,777
==> how the worst min path moves through the flow <==
stage,from,end,slack [ns],cells after the start
4_1_cts,rst,data[0][26],3.01,1
5_1_grt,rst,data[0][12],3.04,1
6_report,rst,data[0][26],3.06,1
No activity file was given, so power comes from the tool's default toggle rates.
