[/design/flow/design.v]
package pcmux;
typedef enum bit [1:0] {
    pc_plus4  = 2'b00
    ,alu_out  = 2'b01
    ,alu_mod2 = 2'b10
} pcmux_sel_t;
endpackage
package marmux;
typedef enum bit {
    pc_out = 1'b0
    ,alu_out = 1'b1
} marmux_sel_t;
endpackage
package cmpmux;
typedef enum bit {
    rs2_out = 1'b0
    ,i_imm = 1'b1
} cmpmux_sel_t;
endpackage
package alumux;
typedef enum bit {
    rs1_out = 1'b0
    ,pc_out = 1'b1
} alumux1_sel_t;
typedef enum bit [2:0] {
    i_imm    = 3'b000
    ,u_imm   = 3'b001
    ,b_imm   = 3'b010
    ,s_imm   = 3'b011
    ,j_imm   = 3'b100
    ,rs2_out = 3'b101
} alumux2_sel_t;
endpackage
package regfilemux;
typedef enum bit [3:0] {
    alu_out   = 4'b0000
    ,br_en    = 4'b0001
    ,u_imm    = 4'b0010
    ,lw       = 4'b0011
    ,pc_plus4 = 4'b0100
    ,lb        = 4'b0101
    ,lbu       = 4'b0110   
    ,lh        = 4'b0111
    ,lhu       = 4'b1000   
} regfilemux_sel_t;
endpackage
interface rvfi_itf(input clk, input rst);
    logic halt;
    logic commit;
    logic [63:0] order;
    logic [31:0] inst;
    logic trap;
    logic [4:0] rs1_addr;
    logic [4:0] rs2_addr;
    logic [31:0] rs1_rdata;
    logic [31:0] rs2_rdata;
    logic load_regfile;
    logic [4:0] rd_addr;
    logic [31:0] rd_wdata;
    logic [31:0] pc_rdata;
    logic [31:0] pc_wdata;
    logic [31:0] mem_addr;
    logic [3:0] mem_rmask;
    logic [3:0] mem_wmask;
    logic [31:0] mem_rdata;
    logic [31:0] mem_wdata;
    logic [15:0] errcode;
endinterface
module arbiter(
    input logic clk,
    input logic rst,
    input logic icache_read,
    output logic [255:0] icache_data,
    input logic [31:0] icache_addr,
    output logic icache_resp,
    input logic dcache_read,
    input logic dcache_write,
    input logic [255:0] dcache_wdata,
    output logic [255:0] dcache_rdata,
    input logic [31:0] dcache_addr,
    output logic dcache_resp,
    input logic arbiter_resp,
    output logic [31:0] arb_mem_address_buf,
    output logic arb_mem_read_buf,
    output logic arb_mem_write_buf,
    input logic [255:0] arb_mem_rdata,
    output logic [255:0] arb_mem_wdata_buf
);
logic dcache_request;
assign dcache_request = dcache_read || dcache_write;
logic arb_mem_read, arb_mem_write;
logic [31:0] arb_mem_address;
logic [255:0] arb_mem_wdata;
always_ff @(posedge clk) begin
	if (rst) begin
		arb_mem_read_buf <= '0;
		arb_mem_write_buf <= '0;
		arb_mem_address_buf <= '0;
		arb_mem_wdata_buf <= '0;
	end else begin
		arb_mem_read_buf <= arb_mem_read;
		arb_mem_write_buf <= arb_mem_write;
		arb_mem_address_buf <= arb_mem_address;
		arb_mem_wdata_buf <= arb_mem_wdata;
	end
end
function void set_defaults();
	icache_data = 256'b0;
    icache_resp = 1'b0;
    dcache_rdata = 256'b0;
    dcache_resp = 1'b0;
    arb_mem_address = 32'b0;
    arb_mem_read = 1'b0;
    arb_mem_write = 1'b0;
    arb_mem_wdata = 256'b0;
endfunction
enum int unsigned {
    idle,
    instruction,
    data
} state, next_states;
always_comb
begin : state_actions
    set_defaults();
    unique case (state)
        idle: ;
        instruction:
        begin    
            arb_mem_address = icache_addr;
            icache_resp = arbiter_resp;
            arb_mem_read = icache_read;
            arb_mem_write = 1'b0;
            icache_data = arb_mem_rdata;
        end
        data:
        begin
            if (dcache_read == 1'd1) begin
                arb_mem_address = dcache_addr;
                dcache_resp = arbiter_resp;
                arb_mem_read = dcache_read;
                arb_mem_write = dcache_write;
                dcache_rdata = arb_mem_rdata;
					 arb_mem_wdata = dcache_wdata;
            end
            else if (dcache_write == 1'd1) begin
                arb_mem_address = dcache_addr;
                dcache_resp = arbiter_resp;
                arb_mem_write = dcache_write;
                arb_mem_read = dcache_read;
                arb_mem_wdata = dcache_wdata;
					 dcache_rdata = arb_mem_rdata;
            end
        end
    endcase
end
always_comb
begin : next_state_logic
    next_states = state;
    unique case (state)
        idle:
            begin
            if(dcache_request) next_states = data;
            else if(icache_read) next_states = instruction;
            else next_states = idle;
            end
        instruction:
            begin
            if(icache_resp) next_states = idle; 
            else next_states = instruction;
            end
        data:
            begin
            if(dcache_resp) next_states = idle; 
            else next_states = data;
            end
    endcase
end
always_ff @(posedge clk)
    begin: next_state_assignment
    if (rst) begin
        state <= idle;
    end
    else begin 
        state <= next_states;
    end
end 
endmodule : arbiter
[/design/flow/config.mk]
export PLATFORM = sky130hd
export DESIGN_NAME = arbiter
export DESIGN_NICKNAME = arbiter
export VERILOG_FILES = /design/flow/design.v
export SDC_FILE = /design/flow/constraint.sdc
export NUM_CORES = 4
export LEC_CHECK = 1
export CORE_AREA = 10 10 530 530
export DIE_AREA = 0 0 540 540
[/design/flow/run.sh]
#!/bin/bash
# OpenROAD 26Q1-2900-gdf79404cd8, Yosys 0.63+post, stock flow scripts
make -C /OpenROAD-flow-scripts/flow DESIGN_CONFIG=/design/flow/config.mk WORK_HOME=/design/flow/orfs finish
[/design/flow/constraint.sdc]
current_design arbiter

set clk_period 24.9
set clk_io_pct 0.2

create_clock -name clk0 -period $clk_period [get_ports {clk}]

set non_clock_inputs [all_inputs -no_clocks]
set_input_delay [expr $clk_period * $clk_io_pct] -clock clk0 $non_clock_inputs
set_output_delay [expr $clk_period * $clk_io_pct] -clock clk0 [all_outputs]
==> results_slide.txt <==
Synthesis and Place & Route Summary

Final timing
  – FMAX: 74.8 MHz
  – Final hold slack: about 570 ps
  – Worst-Margin Slew: between 900 and 1000 ps
  – Max-slew headroom: 0.367
  – Period utilization: 0.537
  – Final tally of max-slew violations: 0
  – RSZ-0062 raised after global routing: no
  – Crit path time final: between 10000 and 15000 ps
  – Setup violators final: 0
  – PnR worst setup slack: 11530 ps
  – Setup_tns: 0 ps
  – Final hold vios: 0
  – Setup Skew: a little over 100 ps

Run status
  – Status: completed

Setup path
  – Worst r2r src: state[1]
  – FF-to-FF End: arb_mem_wdata_buf[85]
  – Worst Setup Path Type: input port to output pin
  – Reg-to-reg setup timing slack: roughly 21000 ps
  – R2R depth: 4
  – Critical path arrival: between 8000 and 9000 ps
  – Crit-path max FO: roughly 120
  – Setup crit end kind: output pin
  – Worst path required time: 19920 ps
  – Crit start category: input port

Clock network
  – Root Buffer: clkbuf_16
  – Clk slew on worst S/H paths: 50 ps
  – Setup Fix Bufs, Post-CTS: 0
  – # resized after CTS: 0
  – Num CTS Buffers: between 40 and 50
  – Deepest clock path buffer count: 3
  – CTS sink cnt: 293
  – CTS tree: built
  – Hold_buf cts: 0
  – Htree depth: 2
  – Clock Latency Late Sink: about 700 ps

Route
  – Vias: roughly 17000
  – Post-DR wirelength/cell: between 30 and 40 µm
  – DR top layer: met5
  – Antenna-violating nets left: 0
  – DR WL met2: 98000 µm
  – M1 wire length: 101000 µm
  – Post-Route WL: roughly 230000 µm
  – Iteration-0 DRC Markers: about 980
  – Pre-Repair DR Iteration Count: 5
  – DRC Markers: 0
  – Vias per cell: ~2.8
  – Met3 WL post-DR: 27700 µm

Synth
  – Number of enable flip-flop cells: 0
  – Synth unique cells: 26
  – Async S/R FF share, synth: 0
  – Simple-Gate Fraction of Synth Area: 0.412
  – XOR-XNOR Cells, Area Fraction: 0
  – Register share after synthesis: 0.494
  – Yosys Chip Area: approximately 12000 µm²
  – Post-synth regs: just under 300
  – Dominant cells by area after synthesis: dfxtp_1 (49%), and3_1 (27%), and2_1 (14%), clkbuf_1 (3.6%), a32o_1 (2.8%)
  – Synth logic family: simple AND/OR/NAND/NOR gates
  – Adder-cell share of the synthesized area: 0
  – Top-area cell share: 0.494
  – Mux cell area share: 0
  – Post-synth top flop: dfxtp_1
  – Avg Cell Area, Syn: roughly 9.4 µm²
  – Netlist Area Pre-Place: between 10000 and 15000 µm²
  – Yosys warns: 1
  – Ys cells: approximately 1300
  – Area leader, netlist: dfxtp_1
  – Commonest cells post-synth: and3_1 (512), dfxtp_1 (293), and2_1 (257)
  – Count leader, synth: and3_1
  – Mapped Cells: between 1000 and 1500
  – Yosys aoi share: 0.0302

Floorplanning
  – DIE HEIGHT: between 500 and 600 µm
  – FP Util: 0.0442
  – Cell Rows: between 150 and 200
  – Core footprint: around 270000 µm²
  – Die X: ~540 µm
  – Top Ports: 1386
  – Die footprint: ~290000 µm²

Hold path
  – Worst Hold Path EP: state[2]
  – Worst hold stages: 2
  – Worst min-delay path startpoint: state[2]
  – Tightest Hold Check Type: flip-flop to flip-flop

Layout
  – Share of layout cells above drive strength 1: 0.0366
  – Fin area: roughly 31000 µm²
  – Area Overhead vs Synth: 162%
  – Fin cells: 6210
  – Register Area: roughly 6000 µm²
  – Layout fillers: 30700
  – Util after Layout: 0.116
  – Area occupied by multi-input gates: 5270 µm²

Place
  – PortBufs: 1385
  – HPWL Detailed: 212000 µm
  – Placed Area: approximately 30000 µm²
  – Placed Instances: between 6000 and 7000
  – Pre-CTS WS: ~12000 ps
  – RePlAce Congestion: around 0.97

GRT
  – Initial antenna violation count: between 300 and 400
  – Total GRT Usage: 0.154
  – Largest net degree at the start of global routing: 138
  – Global-route wire length before repair: between 200000 and 300000 µm
  – Vias in the first global route: about 17000
  – Congestion Overflow GR: 0

Power and ir drop
  – Peak supply drop: approximately 0.044 mV
  – Power per cell area: about 50 nW/µm²
  – Leak: about 12 nW
  – Tot Pwr: ~1.6 mW

Flow run
  – Tool warning count: 46
  – Number of max-cap violations: 0
worst max-delay path by stage:
stage                   startpoint          endpoint  cells after the start
final                 dcache_write  dcache_rdata[66]                      6
after global routing  dcache_write  dcache_rdata[66]                      6
after CTS              dcache_read  dcache_rdata[66]                      6
cell usage in the layout, fill, tap and decap left out, types with 9 or more instances in the layout:
cell / count
a32o_1: 33
and2_1: 257
and3_1: 512
buf_4: 20
clkbuf_1: 9
clkbuf_16: 43
clkdlybuf4s50_1: 1384
dfxtp_1: 292
diode_2: 64
area by class of cell:
type | instances | share of cell area
Antenna cell | 64 | 0.00514
Clock buffer | 55 | 0.0369
Clock inverter | 23 | 0.00755
Inverter | 1 | 0.000120
Multi-Input combinational cell | 817 | 0.169
Sequential cell | 293 | 0.188
Tap cell | 3552 | 0.143
Timing Repair Buffer | 1405 | 0.450
registers in the layout, summed over array words and instances (netlist names):
signal	cells
arb_mem_wdata_buf	256
arb_mem_address_buf	32
state	3
arb_mem_read_buf	1
arb_mem_write_buf	1
critical path, stage by stage:
cell and delay (ps):
clkdlybuf4s50_1 580, or2_4 450, buf_4 650, buf_4 760
and3_1 280, clkdlybuf4s50_1 490
layer usage:
metal / track usage / vias up
met5: 0 / -
met4: 0.0191 / 82
met3: 0.0717 / 316
met2: 0.231 / 1662
met1: 0.209 / 8122
li1: - / 7017
cells by family (layout without fill, tap and decap cells):
kind of cell    after synthesis  in the layout
flops                       293            293
other cells                   0             64
simple gates                780            780
buf+inv                     155           1484
compound gates               37             37
report_power, final:
group | total, mW | switching, mW | internal (mW)
clock network | 0.632 | 0.287 | 0.344
logic | 0.429 | 0.200 | 0.228
registers | 0.496 | 0.00894 | 0.487
total | 1.56 | 0.496 | 1.06
Power and IR drop assume default switching activity.
