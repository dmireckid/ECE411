==> design/flow/design.v <==
package pcmux;
typedef enum bit [1:0] {
    pc_plus4  = 2'b00
    ,alu_out  = 2'b01
    ,alu_mod2 = 2'b10
} pcmux_sel_t;
endpackage
package marmux;
typedef enum bit {
    pc_out = 1'b0
    ,alu_out = 1'b1
} marmux_sel_t;
endpackage
package cmpmux;
typedef enum bit {
    rs2_out = 1'b0
    ,i_imm = 1'b1
} cmpmux_sel_t;
endpackage
package alumux;
typedef enum bit {
    rs1_out = 1'b0
    ,pc_out = 1'b1
} alumux1_sel_t;
typedef enum bit [2:0] {
    i_imm    = 3'b000
    ,u_imm   = 3'b001
    ,b_imm   = 3'b010
    ,s_imm   = 3'b011
    ,j_imm   = 3'b100
    ,rs2_out = 3'b101
} alumux2_sel_t;
endpackage
package regfilemux;
typedef enum bit [3:0] {
    alu_out   = 4'b0000
    ,br_en    = 4'b0001
    ,u_imm    = 4'b0010
    ,lw       = 4'b0011
    ,pc_plus4 = 4'b0100
    ,lb        = 4'b0101
    ,lbu       = 4'b0110   
    ,lh        = 4'b0111
    ,lhu       = 4'b1000   
} regfilemux_sel_t;
endpackage
interface rvfi_itf(input clk, input rst);
    logic halt;
    logic commit;
    logic [63:0] order;
    logic [31:0] inst;
    logic trap;
    logic [4:0] rs1_addr;
    logic [4:0] rs2_addr;
    logic [31:0] rs1_rdata;
    logic [31:0] rs2_rdata;
    logic load_regfile;
    logic [4:0] rd_addr;
    logic [31:0] rd_wdata;
    logic [31:0] pc_rdata;
    logic [31:0] pc_wdata;
    logic [31:0] mem_addr;
    logic [3:0] mem_rmask;
    logic [3:0] mem_wmask;
    logic [31:0] mem_rdata;
    logic [31:0] mem_wdata;
    logic [15:0] errcode;
endinterface
module data_array #(
    parameter s_offset = 5,
    parameter s_index = 3
)
(
    clk,
    rst,
    read,
    write_en,
    rindex,
    windex,
    datain,
    dataout
);
localparam s_mask   = 2**s_offset;
localparam s_line   = 8*s_mask;
localparam num_sets = 2**s_index;
input clk;
input rst;
input read;
input [s_mask-1:0] write_en;
input [s_index-1:0] rindex;
input [s_index-1:0] windex;
input [s_line-1:0] datain;
output logic [s_line-1:0] dataout;
logic [s_line-1:0] data [num_sets-1:0]  ;
logic [s_line-1:0] _dataout;
assign dataout = _dataout;
always_comb begin
	if (read) begin
        _dataout = data[rindex];
	end
	else begin
		  _dataout = 0;
	end
end
always_ff @(posedge clk)
begin
    if (rst) begin
        for (int i = 0; i < num_sets; ++i)
            data[i] <= '0;
    end
    else begin
        for (int i = 0; i < s_mask; i++)
        begin
            data[windex][8*i +: 8] <= write_en[i] ? datain[8*i +: 8] :
                                                    data[windex][8*i +: 8];
        end
    end
end
endmodule : data_array
==> design/flow/run.sh <==
#!/bin/bash
# OpenROAD 26Q1-2900-gdf79404cd8, Yosys 0.63+post, stock flow scripts
make -C /OpenROAD-flow-scripts/flow DESIGN_CONFIG=/design/flow/config.mk WORK_HOME=/design/flow/orfs finish
==> design/flow/config.mk <==
export PLATFORM = sky130hd
export DESIGN_NAME = data_array
export DESIGN_NICKNAME = data_array
export VERILOG_FILES = /design/flow/design.v
export SDC_FILE = /design/flow/constraint.sdc
export NUM_CORES = 4
export LEC_CHECK = 1
export CORE_UTILIZATION = 30
==> design/flow/constraint.sdc <==
current_design data_array

set clk_period 22.3
set clk_io_pct 0.2

create_clock -name clk0 -period $clk_period [get_ports {clk}]

set non_clock_inputs [all_inputs -no_clocks]
set_input_delay [expr $clk_period * $clk_io_pct] -clock clk0 $non_clock_inputs
set_output_delay [expr $clk_period * $clk_io_pct] -clock clk0 [all_outputs]
==> impl_metrics.json <==
{
  "yosys_cell_types": 26,
  "synth.top_cells.by_count": "2048 x sky130_fd_sc_hd__and2_1, 2048 x sky130_fd_sc_hd__edfxtp_1",
  "critical_path_required_ns": 17.84,
  "crit_path_cell_trace": "buf_8, buf_4, buf_4, buf_4, buf_4, mux4_2, inv_1, a221oi_2, clkdlybuf4s50_1",
  "synth-warning-count": 1,
  "synth-seq-cells": 2048,
  "pre_cts_ws_ns": 8.92,
  "status": "finished clean",
  "max_cap_viol_count": 0,
  "avgRoutedWirePerCell_um": 21.6,
  "cts.reportedPaths.clkPinSlew_ns": 0.06,
  "crit_type": "in2out",
  "setup-tns-final_ns": 0,
  "synth_area_um2": 97100,
  "core_util_floorplan_pct": 30.2,
  "fp.dieH_um": 571,
  "ys_sh_mux_pct": 11.5,
  "largest_reg_flops": 2048,
  "warning_count": 27,
  "firstDrtPassIters": 5,
  "fraction_of_final_layout_cells_sized_beyond_drive_strength_1_pct": 21.4,
  "seq_power_share_pct": 50.4,
  "ys_sh_adder_pct": 0,
  "initialDrtViolationCount": 2865,
  "dpl_cell_area_um2": 107000,
  "number_of_buffers_inserted_by_port_buffering": 552,
  "floorplan.die.width_um": 571,
  "dr_vias": 54000,
  "critPathMostFrequentCell": "sky130_fd_sc_hd__buf_4",
  "largest_net_degree_at_the_start_of_global_routing": 91,
  "fin_worst_hold_slack_ns": 4.42,
  "buffer_levels_on_the_longest_clock_path": 4,
  "grt_pass1_vias": 57800,
  "peakVddDrop_uv": 70.1,
  "worst_setup_ep_type": "output pin",
  "core_region_area_um2": 321000,
  "timing.hold.worst.class": "in2reg",
  "top_regs": "data: 2048 flops",
  "crit_path_max_fanout": 41,
  "synth.yosys.chip_area_um2": 97100,
  "critical-path-slowest-cell": "sky130_fd_sc_hd__buf_4",
  "arrival_ns": 8.72,
  "netlist.top_cell.by_area": "sky130_fd_sc_hd__edfxtp_1",
  "dominantRegCellSynth": "sky130_fd_sc_hd__edfxtp_1",
  "powerDensity_nw_per_um2": 78.9,
  "htree_num_levels": 4,
  "wirelength_routed_mm": 250,
  "chip_area_um2": 326000,
  "finalCritPeriodShare_pct": 59.1,
  "ys_seq_share_pct": 63.3,
  "enable_flop_cells": 2048,
  "placementRows": 208,
  "fmax_ghz": 0.0759,
  "p_clk_share_pct": 40.4,
  "overflow": 0,
  "postCtsHoldBufs": 0,
  "synth.logic.top_family": "simple AND/OR/NAND/NOR gates",
  "finalCriticalPeriod_ns": 13.18,
  "p_leak_nw": 39.7,
  "area_overhead_vs_synth_pct": 17.5,
  "ios": 553,
  "path_delay_family": "buffers and inverters",
  "post_cts.resized_instances": 0,
  "worstHoldPathCells": 2,
  "final_hold_viol_count": 0,
  "cell_internal_pwr_w": 0.00693,
  "mean_syn_cell_area_um2": 14.9,
  "slew_limit_fails": 0,
  "worstSetupStartpointType": "input pin",
  "cts-buffers-inserted": 226,
  "gpl_wtd_cong": 0.841,
  "grt_pass1_wl_mm": 373,
  "cp_num_buf_inv": 7,
  "grt_antenna_before_repair": 27,
  "comb_power_share_pct": 9.3,
  "finalPower_w": 0.00900,
  "dp.final_hpwl_mm": 170,
  "cts_tree": "done",
  "post_synth_and_or_nand_nor_area_fraction_pct": 17.1,
  "synth_cells": 6511,
  "post-cts-setup-buffer-count": 0,
  "clockRootBuffer": "sky130_fd_sc_hd__clkbuf_16",
  "postLayoutSetupSlackWorst_ns": 9.12,
  "switching_part_of_the_total_pct": 23.1,
  "clock-sinks": 2048,
  "post_synth_xor_area_fraction_pct": 0,
  "p_sw_w": 0.00208,
  "antenna_left": 0,
  "netlist_top_cells_area": "sky130_fd_sc_hd__edfxtp_1 63%, sky130_fd_sc_hd__and2_1 13%, sky130_fd_sc_hd__mux4_2 5.9%, sky130_fd_sc_hd__a221oi_2 3.6%, sky130_fd_sc_hd__mux2_2 3.0%",
  "top_register": "data",
  "drc_errors": 0,
  "globalRouteTotalUtil_pct": 16.2,
  "synth-async-reset-ratio_pct": 0,
  "top_area_share_pct": 63.3,
  "worst_path_largest_cell_delay_ns": 0.65,
  "finalSetupViolations": 0,
  "crit_cells": 9,
  "ys_cells": 6511,
  "detail_route.vias_per_cell": 4.67,
  "worst-slew-pin-transition_ns": 0.879,
  "max_slew_margin_pct": 41.4,
  "final_instance_area_um2": 114000,
  "setup_repair_after_global_routing_missed_its_margin": "no",
  "synthAoiAreaFrac_pct": 5.11
}
-- area by class of cell --
| cell class | count | area [um^2] |
|---|---|---|
| Tap cell | 4305 | 5390 |
| Timing Repair Buffer | 625 | 6120 |
| Fill cell | 29800 | 207000 |
| Inverter | 256 | 961 |
| Clock inverter | 151 | 1380 |
| Sequential cell | 2048 | 61500 |
| Antenna cell | 8 | 20.0 |
| Clock buffer | 264 | 5840 |
| Multi-Input combinational cell | 3910 | 32900 |
-- stage by stage --
stage | cells | utilization (%)
after global placement | 11100 | 33.2
final | 11600 | 35.5
after detailed placement | 11100 | 33.2
after global routing | 11600 | 35.5
after CTS | 11600 | 35.5
after floorplan | 6511 | -
-- per-layer routing --
metal / GRT usage (%) / vias to the layer above / share of wire (%)
met5: 0.118 / - / 0.071
met4: 3.16 / 22 / 2.3
met3: 7.70 / 362 / 11
met2: 25.4 / 2177 / 48
met1: 21.2 / 26400 / 39
li1: - / 25000 / -
-- power groups by stage --
stage / registers (W) / logic (W) / clock network (W)
finish: 0.00453 / 0.000834 / 0.00363
global route: 0.00456 / 0.000903 / 0.00386
CTS: 0.00454 / 0.000849 / 0.00372
-- worst paths after layout --
kind | endpoint | startpoint
setup / recovery | dataout[182] | rindex[1]
hold / removal | data[0][82] | datain[82]
-- placed cells by master, fill, tap and decap left out --
master / synthesis / routed
sky130_fd_sc_hd__edfxtp_1: 2048 / 2048
sky130_fd_sc_hd__inv_8: 0 / 2
sky130_fd_sc_hd__nor2_1: 133 / 132
sky130_fd_sc_hd__a221oi_2: 230 / 230
sky130_fd_sc_hd__nor2_4: 68 / 69
sky130_fd_sc_hd__inv_1: 196 / 196
sky130_fd_sc_hd__nand2_4: 0 / 1
sky130_fd_sc_hd__o21ai_0: 256 / 256
sky130_fd_sc_hd__and2_1: 2048 / 2048
sky130_fd_sc_hd__clkbuf_16: 0 / 228
sky130_fd_sc_hd__or2_4: 0 / 1
sky130_fd_sc_hd__clkinv_16: 0 / 6
sky130_fd_sc_hd__clkbuf_1: 115 / 36
sky130_fd_sc_hd__mux4_2: 256 / 256
sky130_fd_sc_hd__bufinv_16: 0 / 19
sky130_fd_sc_hd__clkinvlp_4: 0 / 8
sky130_fd_sc_hd__inv_6: 0 / 4
sky130_fd_sc_hd__mux2_2: 256 / 256
sky130_fd_sc_hd__or2_2: 256 / 256
sky130_fd_sc_hd__clkinv_2: 0 / 50
sky130_fd_sc_hd__or3b_4: 25 / 25
sky130_fd_sc_hd__nor2_2: 56 / 56
sky130_fd_sc_hd__mux2i_1: 256 / 256
sky130_fd_sc_hd__diode_2: 0 / 8
sky130_fd_sc_hd__clkinv_4: 0 / 2
sky130_fd_sc_hd__a221oi_1: 26 / 26
sky130_fd_sc_hd__clkdlybuf4s50_1: 0 / 546
sky130_fd_sc_hd__nand2b_4: 0 / 3
sky130_fd_sc_hd__buf_8: 18 / 5
sky130_fd_sc_hd__clkinv_1: 60 / 119
sky130_fd_sc_hd__buf_12: 0 / 2
sky130_fd_sc_hd__buf_4: 33 / 72
sky130_fd_sc_hd__nand3b_1: 32 / 32
sky130_fd_sc_hd__or3b_1: 7 / 7
sky130_fd_sc_hd__inv_16: 0 / 1
-- cell families after synthesis --
kind of cell           count (synthesis)
and+or+nand+nor                     2630
muxes                                768
AOI/OAI and AO/OA                    512
DFF                                 2048
buffers and inverters                553
Power and IR drop assume default switching activity.
